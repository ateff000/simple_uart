[flow/design.v]
module UART_TX
(
	clk,
	nrst,
	start,
	data,
	q,
	ready
);
parameter N = 8;	 
parameter M = 3;	 
parameter PARITY = 0;	
parameter STOP = 0;
localparam IDLE = 0, SET_START = 1, TX_DATA = 2, SET_PARITY = 3, SET_STOP = 4;
input clk, nrst;
input start;
input [N-1:0]	data;
output reg q;
output reg ready;
reg	[N-1:0]	data_reg;
reg [M-1:0]	cnt;
reg 		cnt_end;
reg  [2:0]	state, next_state;
reg			next_ready;
always@(*)
	case (state)
		IDLE:
			if (start)
				begin
				next_state = SET_START;
				next_ready = 0;
				end
			else
				begin
				next_state = IDLE;
				next_ready = 1;
				end
		SET_START:
			begin
			next_state = TX_DATA;
			next_ready = 0;
			end
		TX_DATA:
			if (cnt_end)
				if (PARITY == 0)
					begin
					next_state = SET_STOP;
					next_ready = (STOP) ? 0 : 1;
					end
				else
					begin
					next_state = SET_PARITY;
					next_ready = 0;
					end
			else
				begin
				next_state = TX_DATA;
				next_ready = 0;
				end
		SET_PARITY:
			begin
			next_state = SET_STOP;
			next_ready = (STOP) ? 0 : 1;
			end
		SET_STOP:
			if (cnt_end)
				if (start)
					begin
					next_state = SET_START;
					next_ready = 0;
					end
				else
					begin
					next_state = IDLE;
					next_ready = 1;
					end
			else
				begin
				next_state = SET_STOP;
				next_ready = 1;
				end
	endcase
always@(negedge clk or negedge nrst)
	if (!nrst)
		state <= 0;
	else
		state <= next_state;
always@(posedge clk or negedge nrst)
	if (!nrst)
		begin
		q <= 1;
		cnt <= 0;
		cnt_end <= 0;
		data_reg <= 0;
		end
	else
		case (state)
			IDLE:
				begin
				q <= 1;
				cnt <= 0;
				cnt_end <= 0;
				data_reg <= 0;
				end
			SET_START:
				begin
				q <= 0;
				cnt <= 0;
				cnt_end <= 0;
				data_reg <= data;
				end
			TX_DATA:
				begin
				q <= data_reg[N-1];
				data_reg <= {data_reg[N-2:0], 1'b0};
				if (cnt < N-1)
					begin
					cnt <= cnt + 1;
					cnt_end <= 0;
					end
				else
					begin
					cnt <= 0;
					cnt_end <= 1;
					end
				end
			SET_PARITY:  
				begin
				q <= 1;
				cnt <= 0;
				cnt_end <= 0;
				data_reg <= 0;
				end
			SET_STOP:
				begin
				q <= 1;
				data_reg <= 0;
				if (cnt < STOP)
					begin
					cnt <= cnt + 1;
					cnt_end <= 0;
					end
				else
					begin
					cnt <= 0;
					cnt_end <= 1;
					end
				end
		endcase
always@(negedge clk or negedge nrst)
	if (!nrst)
		ready <= 0;
	else
		ready <= next_ready;
endmodule
[flow/run.sh]
#!/bin/bash
# OpenROAD 26Q1-2900-gdf79404cd8, Yosys 0.63+post, stock flow scripts
make -C /OpenROAD-flow-scripts/flow DESIGN_CONFIG=/design/flow/config.mk WORK_HOME=/design/flow/orfs finish
[flow/config.mk]
export PLATFORM = sky130hd
export DESIGN_NAME = UART_TX
export DESIGN_NICKNAME = UART_TX
export VERILOG_FILES = /design/flow/design.v
export SDC_FILE = /design/flow/constraint.sdc
export NUM_CORES = 4
export LEC_CHECK = 1
export CORE_AREA = 10 10 79 79
export DIE_AREA = 0 0 89 89
[flow/constraint.sdc]
current_design UART_TX

set clk_period 2.4
set clk_io_pct 0.2

create_clock -name clk0 -period $clk_period [get_ports {clk}]

set non_clock_inputs [all_inputs -no_clocks]
set_input_delay [expr $clk_period * $clk_io_pct] -clock clk0 $non_clock_inputs
set_output_delay [expr $clk_period * $clk_io_pct] -clock clk0 [all_outputs]
==> results.tsv <==
metric	value	unit
ff_type	dfrtp_1	
grt_pass1_wl	3440	um
drc	0	
cp.depth	3	
ant_nets	0	
cts.htree.levels	1	
finalSetupViolCount	12	
lay_top_count	buf_4	
hpwl	1460	um
slew_headroom	78.8	%
crit_buf_inv	0	
utilization	26.3	%
yosysChipArea	860	sq um
ys_sh_adder	1.46	%
tightest_slew	0.314	ns
regToRegSetupSlack	-0.07	ns
power_leakage	0.517	nW
drv_slew	0	
numCtsBuffers	3	
xor_area_share	0	%
clock_skew	0.0188	ns
cts_buffer_depth	2	
setup_ws	-0.0683	ns
largest_reg_flops	8	
syn_inst	81	
ios	13	
cp-start-kind	flop	
gp_congestion	0.812	
grt_overflow_total	0	
worstPathCellList	or3b_4 > nor2b_2 > a221o_1	
edf_count	0	
grt_use_total	5.37	%
startpoint	state[1]$_DFF_NN0_	
synth_top_area_share	34.9	%
worst_path_dominant_cell_family	simple AND/OR/NAND/NOR gates	
drv_cap	0	
simple_gate_share	13.2	%
area_leaders	dfrtp_1 35%, dfrtn_1 12%, dlxtn_1 7.0%	
ys_cells	81	
fp_util	18.4	%
arrival	2.66	ns
endpoint	cnt[2]$_DFFE_PN0P_	
antennaDiodeCount	0	
core_area	0.00466	sq mm
violations	setup timing	
synth_flops	21	
async_reset_ff_share	81.0	%
rsz0062_at_grt	yes	
avgSynthCellArea	10.6	sq um
r2r_end	cnt[2]$_DFFE_PN0P_	
dpl.cell_count	154	
timing.hold.ws	0.532	ns
dr_total_vias	698	
first_pass_iters	4	
clk_latency	0.26	ns
ff2ff_path_depth	3	
fin_cells	161	
status	complete, but fails checks	
wire_per_inst	12.3	um
hp-class	reg2reg	
cp-end-kind	flop	
drive_gt1_share	32.7	%
largest_area_cell	dfrtp_1	
setup_tns	-0.451	ns
netlist_area	860	sq um
fp.dieH	89	um
worstSetupPathType	reg2reg	
warnings	28	
root_buffer	clkbuf_8	
ir_drop	0.000153	V
die_area	0.00792	sq mm
yosys_warnings	1	
rows	25	
cts_tree	yes	
grt_pass1_vias	752	
hold_viol_final	0	
p_total	0.000528	W
cpMaxStageDelayCell	dfrtn_1	
cts_hold_buf	0	
portBuffers	12	
nFillCells	466	
drt-initial-drc-count	51	
clkTransAtPathRegs	0.06	ns
synth.distinct_cells	31	
regToRegStartpoint	state[1]$_DFF_NN0_	
powerDensity	431	mW/mm^2
untimed_endpoints	8	
die_x	89	um
antenna_found_initial	0	
final_layout_top_logic_cells	13 x buf_4, 12 x dfrtp_1, 11 x clkdlybuf4s50_1	
grt_start_max_net_pins	21	
drt_wl_total	1990	um
unclocked_regs	4	
cp_max_fo	4	
top_logic_kind	AND-OR/OR-AND gates	
areaGrowthSynthToFinish	42.6	%
synthMuxAreaShare	1.16	%
required	2.59	ns
synth_compound_gate_area_share	22.6	%
drt-vias-per-instance	4.34	
max_stage_delay	0.46	ns
-- Yosys cell counts (2+ instances only) --
cell type	n
dlxtn_1	4
o22ai_1	7
nor2b_1	2
a21oi_1	3
a22oi_1	7
o21ai_0	6
dfrtp_1	12
dfrtn_1	4
nor2_1	2
inv_1	2
clkbuf_1	3
nand2_1	10
-- layout make-up --
cell class / instances / area (sq um) / share of cell area [%]
Inverter: 2 / 7.51 / 0.612
Tap cell: 54 / 67.6 / 5.51
Timing Repair Buffer: 28 / 246 / 20.1
Sequential cell: 21 / 487 / 39.7
Clock inverter: 1 / 5.00 / 0.408
Multi-Input combinational cell: 52 / 372 / 30.3
Clock buffer: 3 / 41.3 / 3.37
-- metrics by stage --
stage               cell area, sq um  worst slack [ns]
floorplan                        862           -0.0178
global placement                1110            -0.111
detailed placement              1110            -0.109
CTS                             1150           -0.0697
global route                    1230            -0.115
finish                          1230           -0.0683
-- cells by family (layout without fill, tap and decap cells) --
family | Yosys count | in the layout
and+or+nand+nor | 21 | 21
latches | 4 | 4
buffers and inverters | 8 | 34
AOI/OAI and AO/OA | 29 | 29
DFF | 17 | 17
muxes | 1 | 1
adders and majority gates | 1 | 1
-- worst min path at each step --
stage / from / end / slack (ns) / cells past startpoint
CTS: data_reg[0]$_DFFE_PN0P_ / data_reg[0]$_DFFE_PN0P_ / 0.52 / 1
finish: cnt[0]$_DFFE_PN0P_ / cnt[0]$_DFFE_PN0P_ / 0.53 / 1
global route: cnt[0]$_DFFE_PN0P_ / cnt[0]$_DFFE_PN0P_ / 0.55 / 1
-- metal layers --
| metal | vias to the layer above | global-route usage (%) | routed length [um] |
|---|---|---|---|
| li1 | 349 | - | - |
| met1 | 336 | 6.88 | 902 |
| met2 | 13 | 8.51 | 916 |
| met3 | 0 | 2.57 | 167 |
| met4 | 0 | 0.289 | 0 |
| met5 | - | 0 | 0 |
-- where the power goes --
group,internal (W),switching (W),total [W],leakage [nW]
combinational,0.0000196,0.0000117,0.0000313,0.236
clock,0.000115,0.0000916,0.000207,0.0255
sequential,0.000289,0.00000128,0.000290,0.256
total,0.000424,0.000105,0.000528,0.517
-- timing repair --
action / in CTS / in global routing
pin swaps: 0 / 3
buffers inserted: 0 / 3
setup endpoints to repair: 11 / 14
gates resized: 4 / 13
No activity file was given, so power comes from the tool's default toggle rates.
