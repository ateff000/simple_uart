File: design/flow/run.sh
#!/bin/bash
# OpenROAD 26Q1-2900-gdf79404cd8, Yosys 0.63+post, stock flow scripts
make -C /OpenROAD-flow-scripts/flow DESIGN_CONFIG=/design/flow/config.mk WORK_HOME=/design/flow/orfs finish
File: design/flow/config.mk
export PLATFORM = sky130hd
export DESIGN_NAME = UART_RX
export DESIGN_NICKNAME = UART_RX
export VERILOG_FILES = /design/flow/design.v
export SDC_FILE = /design/flow/constraint.sdc
export NUM_CORES = 4
export LEC_CHECK = 1
export CORE_UTILIZATION = 30
File: design/flow/constraint.sdc
current_design UART_RX

set clk_period 2.4
set clk_io_pct 0.2

create_clock -name clk0 -period $clk_period [get_ports {clk}]

set non_clock_inputs [all_inputs -no_clocks]
set_input_delay [expr $clk_period * $clk_io_pct] -clock clk0 $non_clock_inputs
set_output_delay [expr $clk_period * $clk_io_pct] -clock clk0 [all_outputs]
File: design/flow/design.v
module UART_RX
(
	clk,
	nrst,
	in,
	q,
	ready
);
parameter F = 50_000_000;	 
parameter BR = 115_200;		 
parameter L = F/BR;			 
parameter hL = L/2;			 
parameter LCW = $clog2(L-1);	 
parameter N = 8;	 
parameter M = 3;	 
parameter PARITY = 0;
parameter STOP = 1;
localparam IDLE = 0, GET_START = 1, RX_DATA = 2, GET_PARITY = 3, GET_STOP = 4;
input clk, nrst;
input in;
output	reg	[N-1:0]	q;
output 	reg	ready;
reg	[M-1:0]	bcnt;
reg 		bcnt_end;
reg			bcnt_en;
reg [LCW-1:0]	lcnt;
reg				lcnt_end;
reg [2:0] state, next_state;
reg stop, last_stop;
always@(*)
	case (state)
	IDLE:
		if (!in)
			next_state = GET_START;
		else
			next_state = IDLE;
    GET_START:
		if (lcnt_end)
			next_state = RX_DATA;
		else
			next_state = GET_START;
    RX_DATA:
		if (bcnt_end & lcnt_end)
			if (PARITY)
				next_state = PARITY;
			else
				next_state = GET_STOP;
		else
			next_state = RX_DATA;
    GET_PARITY:
		if (lcnt_end)
			next_state = GET_STOP;
		else
			next_state = GET_PARITY;
    GET_STOP:
		if ((bcnt_end & lcnt_end) | ((lcnt > hL) & !in))
			next_state = IDLE;
		else
			next_state = GET_STOP;
	endcase
always@(negedge clk or negedge nrst)
	if (!nrst)
		state <= 0;
	else
		state <= next_state;
always@(posedge clk or negedge nrst)
	if (!nrst)
		begin
		lcnt <= 0;
		lcnt_end <= 0;
		end
	else
		if (state == IDLE)
			begin
			lcnt <= 0;
			lcnt_end <= 0;
			end
		else
			begin
			if (lcnt < L - 1)
				begin
				lcnt <= lcnt + 1;
				lcnt_end <= 0;
				end
			else
				begin
				lcnt <= 0;
				lcnt_end <= 1;
				end
			end
always@(negedge clk or negedge nrst)
	if (!nrst)
		bcnt_en <= 0;
	else
		if (state == IDLE)
			bcnt_en <= 0;
		else
			bcnt_en <= (lcnt == hL);
always@(posedge clk or negedge nrst)
	if (!nrst)
		begin
		q <= 0;
		bcnt <= 0;
		bcnt_end <= 0;
		end
	else
		case (state)
		IDLE:
			begin
			q <= q;
			bcnt <= 0;
			bcnt_end <= 0;
			end
		GET_START:
			begin
			q <= q;
			bcnt <= 0;
			bcnt_end <= 0;
			end
		RX_DATA:
			if (bcnt_en)
				begin
				q <= {q[N-2:0], in};
				if (bcnt < N-1)
					begin
					bcnt <= bcnt + 1;
					bcnt_end <= 0;
					end
				else
					begin
					bcnt <= 0;
					bcnt_end <= 1;
					end
				end
			else
				begin
				q <= q;
				bcnt <= bcnt;
				bcnt_end <= bcnt_end;
				end
		GET_PARITY:
			begin
			q <= q;
			bcnt <= 0;
			bcnt_end <= 0;
			end
		GET_STOP:
			begin
			q <= q;
			if (bcnt_en)
				if (bcnt < STOP)
						begin
						bcnt <= bcnt + 1;
						bcnt_end <= 0;
						end
					else
						begin
						bcnt <= 0;
						bcnt_end <= 1;
						end
			else
				begin
				bcnt <= bcnt;
				bcnt_end <= bcnt_end;
				end
			end
		endcase
always@(posedge clk or negedge nrst)
	if (!nrst)
		last_stop <= 0;
	else
		if (bcnt_en)
			last_stop <= in;
		else
			last_stop <= last_stop;
always@(*)
	case (STOP)
		0:
			stop = (state == GET_STOP) & (bcnt == STOP) & (in);
		1:
			stop = (state == GET_STOP) & (bcnt == STOP) & (in) & (last_stop);
	endcase
always@(posedge clk or negedge nrst)
	if (!nrst)
		ready <= 0;
	else
		if (state == GET_STOP)
			if (bcnt_en)
				ready <= stop;
			else
				ready <= ready;
		else
			ready <= 0;
endmodule
==> metrics.yaml <==
final_timing:
  finalClockSkew_ns: 0.0103
  setup_violations: 22
  layout_setup_ws_ns: -0.288
  worst_slew_pin_slew_ns: 0.606
  hold_viol: 0
  rsz0062_at_grt: "yes"
  unclocked_pins: 3
  whs_ns: 0.516
  slew-limit-headroom_pct: 59.4
  untimed_endpoints: 6
  slew_viol_final: 0
detailed_routing:
  wl_per_cell_um: 12.7
  first_iter_violations: 40
  vias: 1142
  routed_via_density: 4.88
  drc: 0
  insertedDiodeCount: 0
  drt-pass1-iter-count: 4
  routed_wl_um: 2970
  ant_nets: 0
die:
  die-area_um2: 5090
  dieHeight_um: 71.3
  row_count: 24
  die_width_um: 71.3
  initial_utilization_pct: 32.2
  core_area_um2: 4470
  ios: 12
run:
  max-cap-violations: 0
  warnings: 30
global_route:
  grt_max_degree: 17
  antenna_found_initial: 0
  grt_pass1_vias: 1123
  grt_pass1_wl_um: 5030
  overflow: 0
  grt_usage_pct: 12.6
yosys:
  ys_types: 38
  synth.avg_cell_area_um2: 10.5
  top_area_cell: "dfrtp_1"
  synth.area.top_cells: "dfrtp_1, mux2_2, dfrtn_1"
  yosys_area_um2: 1440
  yosysCellCount: 137
  ys_async_sr_fraction_pct: 90.3
  edf_count: 0
  flop_cell: "dfrtp_1"
  netlist_area_um2: 1440
  syn_inst: 137
  top_area_share_pct: 41.7
  synth_warnings: 1
  ys_ff: 31
worst_setup_path:
  critPathArrivalTime_ns: 2.88
  crit_slowest_cell: "dfrtn_1"
  worst-setup-path-type: "flip-flop to flip-flop"
  cp.required_ns: 2.59
  cp-end-kind: "flip-flop"
  critPathMaxStageDelay_ns: 0.41
  path_cells: "or3b_4 -> o31a_1 -> o221a_1 -> a211oi_2"
  startpoint_type: "flip-flop"
  path_max_fanout: 2
clock_network:
  root_buffer: "clkbuf_8"
  cts_tree: "built"
  clk_latency_ns: 0.28
  htreeDepth: 1
  clockBufferDepth: 2
  cts_hold_buf: 0
  clk_pin_slew_worst_paths_ns: 0.09
  cts_buffers: 3
placed_design:
  place.gp.congestion: 0.936
  placed_cells: 219
  place_ws_ns: -0.253
  placed_cell_area_um2: 1770
  port_buffers: 11
  dpl.hpwl_um: 2050
pwr:
  total_power_mw: 0.855
  leakage_nw: 0.914
  peakVddDrop_uv: 362
  pwr_density_cell_nw_per_um2: 415
layout:
  drive_gt1_share_pct: 34.1
  num-fill-cells: 376
  final_area_um2: 2060
  stdcell_count: 234
  syn2layout_area_growth_pct: 42.9
worst_hold_path:
  hp-class: "flip-flop to flip-flop"
run_status:
  violations: "setup timing"
  status: "finished with violations"
==> kinds of logic after synthesis <==
family / share of synthesized area [%]
xor+xnor: 3.65
buf+inv: 3.47
fa+ha+maj: 3.47
flops: 48.6
latches: 3.12
mux: 9.11
simple gates: 15.2
compound gates: 13.4
==> worst max-delay path, delay by kind of cell, from the launching register on <==
kind            cells  cell delay [ns]
flops               1             0.41
compound gates      3             0.61
simple gates        1             0.38
==> layer usage <==
| layer | up-vias | global-route usage [%] | wire length (µm) |
|---|---|---|---|
| met4 | 0 | 2.44 | 55 |
| met1 | 548 | 17.8 | 1470 |
| met2 | 10 | 20.8 | 1370 |
| li1 | 578 | - | - |
| met5 | - | 0 | 0 |
| met3 | 6 | 2.57 | 73 |
==> path summary, 6_finish.rpt <==
kind,from,end,slack (ns),depth (start not counted)
max,state[2],bcnt[1],-0.29,4
max reg2reg,state[2],bcnt[1],-0.29,4
max in group asynchronous,nrst,state[2],0.57,1
min reg2reg,last_stop,last_stop,0.52,1
min,last_stop,last_stop,0.52,1
min in group asynchronous,nrst,last_stop,0.77,2
==> timing repair <==
action / 4_1_cts / 5_1_grt
setup buffers: 5 / 5
setup endpoints to repair: 22 / 23
endpoints found under the hold margin: 0 / 0
resized: 12 / 17
gates cloned: 1 / 0
pin swaps: 8 / 0
==> report_power, final <==
part           leakage, nW  switching [mW]  internal [mW]
sequential           0.405               0          0.472
clock               0.0357           0.142          0.223
combinational        0.473          0.0119        0.00626
total                0.914           0.154          0.701
==> metrics by stage <==
| step | utilization (%) | TNS, ns |
|---|---|---|
| 6_report | 46.0 | -2.74 |
| 5_1_grt | 46.0 | -3.97 |
| 4_1_cts | 43.8 | -3.00 |
| 3_5_place_dp | 39.7 | -2.57 |
| 3_3_place_gp | 39.7 | -1.99 |
| 2_1_floorplan | - | -2.91 |
==> registers in the layout, summed over array words and instances, names as in the netlist <==
name and flops:
bcnt 3, bcnt_en 1, bcnt_end 1, last_stop 1, lcnt 9, lcnt_end 1
next_state 3, q 8, ready 1, state 3
==> cell usage after synthesis, types with 2 or more instances <==
| master | n |
|---|---|
| nor3_1 | 5 |
| mux2_2 | 9 |
| o21ai_0 | 3 |
| o31ai_1 | 3 |
| a31oi_1 | 2 |
| xor2_1 | 2 |
| nand2_1 | 9 |
| dfrtn_1 | 4 |
| ha_1 | 4 |
| clkbuf_1 | 2 |
| or4_1 | 2 |
| dlxtn_1 | 3 |
| xnor2_1 | 4 |
| mux2i_1 | 3 |
| a21oi_1 | 10 |
| nor2_1 | 19 |
| nand3_1 | 4 |
| dfrtp_1 | 24 |
| inv_1 | 5 |
| o21bai_1 | 2 |
==> final cells by class <==
type | count | area (µm²) | area share [%]
sequential | 31 | 746 | 36.2
timing repair buffer | 45 | 399 | 19.4
multi-input combinational | 97 | 759 | 36.9
clock buffer | 3 | 41.3 | 2.00
tap | 52 | 65.1 | 3.16
inverter | 5 | 18.8 | 0.911
clock inverter | 1 | 30.0 | 1.46
==> cell usage in the layout (no fill, tap or decap), drive strengths merged <==
master / instances
mux2i: 3
ha: 4
clkbuf: 3
bufinv: 1
o21bai: 3
a22oi: 1
xor2: 2
o21a: 1
nor3: 6
o31a: 1
a31oi: 2
o21ai: 3
inv: 5
buf: 34
o311ai: 1
nand2b: 1
nand2: 9
nand3: 4
a21oi: 10
nor2: 19
dfrtn: 4
or3b: 1
nand3b: 1
o31ai: 3
nor2b: 1
a211oi: 1
dfrtp: 24
nand4: 1
xnor2: 4
clkdlybuf4s50: 11
or4: 2
a21bo: 1
o221a: 2
nand4b: 1
dlxtn: 3
mux2: 9
Power is estimated from default activity; no workload was simulated.
