--- config.mk ---
export PLATFORM = sky130hd
export DESIGN_NAME = FREQ_DIV
export DESIGN_NICKNAME = FREQ_DIV
export VERILOG_FILES = /design/flow/design.v
export SDC_FILE = /design/flow/constraint.sdc
export NUM_CORES = 4
export LEC_CHECK = 1
export CORE_AREA = 10 10 70 70
export DIE_AREA = 0 0 80 80
--- constraint.sdc ---
current_design FREQ_DIV

set clk_period 1.8
set clk_io_pct 0.2

create_clock -name clk0 -period $clk_period [get_ports {in_clk}]

set non_clock_inputs [all_inputs -no_clocks]
set_input_delay [expr $clk_period * $clk_io_pct] -clock clk0 $non_clock_inputs
set_output_delay [expr $clk_period * $clk_io_pct] -clock clk0 [all_outputs]
--- design.v ---
module FREQ_DIV 
(
	in_clk,
	nrst,
	out_clk
);
parameter F_IN = 50_000_000;
parameter F_OUT = 115_200;
parameter T = F_IN/F_OUT;
parameter LIM = T/2 - 1;
parameter N = $clog2(LIM);
input in_clk, nrst;
output reg out_clk;
reg	[N-1:0] cnt;
always@(posedge in_clk or negedge nrst)
	if(!nrst)
		begin
		cnt <= 0;
		out_clk <= 0;
		end
	else
		if (cnt < LIM)
			begin
			cnt <= cnt + 1;
			out_clk <= out_clk;
			end
		else
			begin
			cnt <= 0;
			out_clk <= ~out_clk;
			end
endmodule
--- run.sh ---
#!/bin/bash
# OpenROAD 26Q1-2900-gdf79404cd8, Yosys 0.63+post, stock flow scripts
make -C /OpenROAD-flow-scripts/flow DESIGN_CONFIG=/design/flow/config.mk WORK_HOME=/design/flow/orfs finish
==> ci_impl_report.md <==
### Metrics collected by this job

| Metric | Value |
|---|---|
| Core Area | 3420 um2 |
| Port buffer count | 2 |
| Die ar. | 6400 um2 |
| Netlist Area Pre-Place | 405 um2 |
| Iteration-0 DRC count of the detailed router | 14 |
| Routed Antenna Nets | 0 |
| Initial antenna violation count | 0 |
| Yosys Instances | 38 |
| CP Capture Type | output pin |
| Unique cell types | 20 |
| DP HPWL | ~470 um |
| Maxcap violations | 0 |
| CTS resizes | 0 |
| FP Rows | 21 |
| Top-count cell post-synth | dfrtp_1 |
| Detailed Route WL | 691 um |
| Seq share, synth | approximately 56% |
| Ports | 3 |
| Crit path max fanout | 2 |
| Required @ worst endpoint | around 1400 ps |
| Critical Path, Cell by Cell | clkdlybuf4s50_1 |
| Final Max Slew Viols | 0 |
| Gpl congestion | 0.807 |
| Cells after DPL | 85 |
| Outcome | complete, no violations |
| Async set or reset register ratio after synthesis | roughly 100% |
| CTS Root Cell | clkbuf_4 |
| CTS Buffer Depth | 2 |
| # diodes | 0 |
| Area reported by Yosys stat | between 400 and 500 um2 |
| Vertical die size | around 80 um |
| Multi-input logic area | 171 um2 |
| Sequential cell area | 225 um2 |
| DIE WIDTH | ~80 um |
| Leakage power | ~0.20 nW |
| Layout area overhead | 24.4% |
| Post-CTS Hold Fix Bufs | 0 |
| Top delay family on crit path | buffers and inverters |
| Actual slew at the worst max-slew pin | between 300 and 400 ps |
| Dominant flop cell | dfrtp_1 |
| Post-layout period usage | around four fifths |
| Skew-Pair Late Insertion Delay | 250 ps |
| Commonest cells post-synth | dfrtp_1, nor2_1, nand2_1, o21ai_0, xor2_1 |
| OpenROAD warning count | 25 |
| Drt pass-1 iters | 4 |
| Post-route clock skew | approximately 4.7 ps |
| Final Non-Filler Cells | between 80 and 90 |
| Mapped Avg Cell Area | around 11 um2 |
| Synth area leader | dfrtp_1 |
| Floorplan-stage core utilization | 11.9% |
| Worst Setup Start Kind | register |
| Max VDD drop | around 290 uV |
| Critical path buffers and inverters | 1 |
| Synth warn | 1 |
| Final number of setup-violating endpoints | 0 |
| WP data arrival | about 1100 ps |
| Final design utilization | ~15% |
| Worst-path clk slew | 60 ps |
| Worst path max stage delay | between 400 and 500 ps |
| Routed vias/inst | between 3 and 4 |
| P per Cell Area | between 700 and 800 nW/um2 |
| #FFs+latches synth | 9 |
| Slew margin rel. | 73.7% |
| Setup TNS | 0 ps |
| Vias | roughly 290 |
| CTS tree | built |
| # DRC | 0 |
| RSZ-0062 raised after global routing | false |
| H-Tree Depth | 1 |
| Share of layout cells above drive strength 1 | about an eighth |
| Wire per inst | between 7 and 8 um |
| GRT Total Usage | under 10% |
| Remaining global-route overflow | 0 |
| CP max stage cell | clkdlybuf4s50_1 |
| Mapped Cells | 38 |
| Post-CTS Setup Bufs | 0 |
| Dominant cell area share | around 56% |
| Filler Cell Count | ~400 |
| Clock tree sinks | 9 |
| Hold Crit Class | input port to asynchronous set/reset pin |
| First-pass GRT wire length | around 1100 um |
| Number of buffers created by CTS | 3 |
| Final min period | 1440 ps |
| Top area cell types | dfrtp_1, xor2_1, o21ai_0 |
| Vias in the first global route | roughly 270 |
| Fin. Hold Viols | 0 |
| Max Clock Freq | between 600 and 700 MHz |
| Largest net degree at the start of global routing | 10 |
| WS Path Type | register to output pin |
| Number of enable flip-flop cells | 0 |
-- cell type report --
| class | count | share of cell area (%) |
|---|---|---|
| Sequential cell | 9 | 44.7 |
| Inverter | 1 | 0.744 |
| Multi-Input combinational cell | 27 | 34.0 |
| Timing Repair Buffer | 2 | 3.97 |
| Clock buffer | 4 | 5.21 |
| Tap cell | 46 | 11.4 |
-- metrics by stage --
| step | instance area [um2] | worst slack, ps | hold slack (ps) | total power, mW |
|---|---|---|---|---|
| 5_1_grt | 504 | 321 | 421 | 0.373 |
| 4_1_cts | 504 | 346 | 407 | 0.366 |
| 3_3_place_gp | 478 | 631 | 454 | 0.212 |
| 6_report | 504 | 362 | 393 | 0.359 |
| 2_1_floorplan | 405 | 743 | 64.4 | 0.206 |
| 3_5_place_dp | 478 | 624 | 461 | 0.212 |
-- kinds of logic after synthesis --
kind of cell             synth area share (%)
flip-flops                               55.6
AND/OR/NAND/NOR                          16.1
XOR/XNOR                                 8.64
buffers and inverters                    2.16
AND-OR/OR-AND                            14.5
adder cells (fa/ha/maj)                  3.09
-- routing by layer --
| metal | routed length [um] | GRT usage [%] | vias to the layer above | share of wire (%) |
|---|---|---|---|---|
| li1 | - | - | 141 | - |
| met1 | 336 | 2.72 | 137 | 49 |
| met2 | 303 | 3.13 | 5 | 44 |
| met3 | 32 | 0.682 | 2 | 4.6 |
| met4 | 19 | 1.06 | 0 | 2.7 |
| met5 | 0 | 0 | - | 0 |
-- cells in the final DEF, fill, tap and decap left out, types with 2 or more instances in the layout --
cell type	count
clkbuf_4	3
clkdlybuf4s50_1	2
dfrtp_1	9
nand2_1	3
nand3_1	2
nor2_1	4
o21ai_0	3
xor2_1	3
-- final timing paths --
kind	startpoint	endpoint	slack, ps	cells after the start
max	out_clk	out_clk	360	1
min	nrst	cnt[1]	390	1
max reg2reg	cnt[0]	cnt[4]	660	4
min reg2reg	out_clk	out_clk	470	1
max in group asynchronous	nrst	cnt[4]	1120	1
min in group clk0	out_clk	out_clk	470	1
-- power breakdown --
part	internal (mW)	switching, mW	total, mW	leakage, nW
Sequential	0.202	0	0.202	0.116
Combinational	0.00192	0.00364	0.00556	0.0673
Clock	0.0852	0.0661	0.151	0.0150
Total	0.289	0.0697	0.359	0.198
-- sequential cells by signal, summed over array words and instances (netlist names) --
register / flops
cnt: 8
out_clk: 1
Power figures rest on the tool's default switching activity, not on a simulated workload.
